File: run.sh
#!/bin/bash
# OpenROAD 26Q1-2900-gdf79404cd8, Yosys 0.63+post, stock flow scripts
make -C /OpenROAD-flow-scripts/flow DESIGN_CONFIG=/design/flow/config.mk WORK_HOME=/design/flow/orfs finish
File: config.mk
export PLATFORM = sky130hd
export DESIGN_NAME = m_main
export DESIGN_NICKNAME = m_main
export VERILOG_FILES = /design/flow/design.v
export SDC_FILE = /design/flow/constraint.sdc
export NUM_CORES = 4
export LEC_CHECK = 1
export CORE_UTILIZATION = 50
File: constraint.sdc
current_design m_main

set clk_period 6.1
set clk_io_pct 0.2

create_clock -name clk0 -period $clk_period [get_ports {w_clk}]

set non_clock_inputs [all_inputs -no_clocks]
set_input_delay [expr $clk_period * $clk_io_pct] -clock clk0 $non_clock_inputs
set_output_delay [expr $clk_period * $clk_io_pct] -clock clk0 [all_outputs]
File: design.v
`default_nettype none
module m_uart_tx (
    input  wire       w_clk,      
    input  wire       w_we,       
    input  wire [7:0] w_din,      
    output wire       w_uart_tx   
);
    reg [8:0] r_buf = 9'b1_1111_1111;
    reg [7:0] r_cnt = 1;
    always @(posedge w_clk) begin
        r_cnt <= (w_we) ? 1 : (r_cnt==100) ? 1 : r_cnt + 1;
        r_buf <= (w_we) ? {w_din, 1'b0} : (r_cnt==100) ? {1'b1, r_buf[8:1]} : r_buf;
    end
    assign w_uart_tx = r_buf[0];
endmodule
module m_uart_rx (
    input  wire       w_clk,    
    input  wire       w_rxd,    
    output wire [7:0] w_char,   
    output reg        r_en = 0  
);
    reg [2:0] r_detect_cnt = 0;  
    always @(posedge w_clk) r_detect_cnt <= (w_rxd) ? 0 : r_detect_cnt + 1;
    wire w_detected = (r_detect_cnt>2);
    reg       r_busy = 0;  
    reg [3:0] r_bit  = 0;  
    reg [7:0] r_cnt  = 0;  
    always@(posedge w_clk) r_cnt <= (r_busy==0) ? 1 : (r_cnt==100) ? 1 : r_cnt + 1;
    reg [8:0] r_data = 0;
    always@(posedge w_clk) begin
        if (r_busy==0) begin
            {r_data, r_bit, r_en} <= 0;
            if (w_detected) r_busy <= 1;
        end
        else if (r_cnt>= 100) begin
            r_bit <= r_bit + 1;
            r_data <= {w_rxd, r_data[8:1]};
            if (r_bit==8) begin r_en <= 1; r_busy <= 0; end
        end
    end
    assign w_char = r_data[7:0];
endmodule
module m_main (
    input  wire  w_clk,        
    input  wire  w_uart_rx,    
    output wire  w_uart_tx,    
    output wire  [3:0] w_led   
);
    reg [31:0] r_cnt = 0;
    always @(posedge w_clk) r_cnt <= r_cnt + 1;
    assign w_led = r_cnt[26:23];
    reg r_we = 0;
    always @(posedge w_clk) r_we <= (r_cnt[23:0]==0);
    wire w_en;
    wire [7:0] w_char;
    reg  [7:0] r_char = 8'h61;   
    m_uart_rx m1 (w_clk, w_uart_rx, w_char, w_en);
    always @(posedge w_clk) if (w_en) r_char <= w_char;
    m_uart_tx m2 (w_clk, r_we, r_char, w_uart_tx);
endmodule
==> run notes <==
yosys + openroad results -> First-pass DRT Iterations 4, logic area 1390 µm², Final Total Pwr 1.35 mW, CTS tree built, core area 6310 µm², number of enable flip-flop cells 16, worst clock skew 8.60 ps, Flop area 1740 µm², root buf cell clkbuf_8, slowest library cell on the worst path clkdlybuf4s50_1, Initial Utilization 51.5%, dpl hpwl 2.96 mm, hold_sp m2.r_cnt[0]$_SDFF_PP1_, status complete, no violations, Clock transition at path regs 80 ps, H-Tree Depth 3, Sink Count 79, Max Freq 414 MHz, clk latency late pin 340 ps, Die X-Extent 82.6 µm, die height 82.6 µm, synthesis-to-layout area growth 9.12%, hold crit path type reg2reg, drt first-iter violations 91, reg2reg path depth 6, Crit Path Category reg2out, Avg WL per Cell 11.4 µm, Cell Area, Placed 3330 µm², ys flops 79, PwrDens 381 nW/µm², CP arrival 1200 ps, CP Capture Type output pin, Seq share, synth 53.6%, grt ovf 0, area reported by Yosys stat 3250 µm², async set or reset register ratio after synthesis 0%, leading area contributor after synthesis dfxtp_1, Max stage delay on crit path 470 ps, Main synth FF type dfxtp_1, worst path bufs/invs 1, Max Slew Vio Count 0, layout filler cell count 532, Yosys Instances 311, number of antenna violations at the first check in global routing 0, endpoints failing hold 0, ratio of cells with drive above 1 in the final layout 8.44%, GPL Wtd Cong 0.795, largest net degree at the start of global routing 21, cts bufs inserted 9, chip area 6830 µm², overall global routing resource usage 14.8%, Vias per Instance 5.11, worst slew pin tran 801 ps, VDD IR max 0.000224 V, WL final 4.51 mm, CP required 4880 ps, Ys Warns 3, via count 2,027, XOR Share, Synth 10.2%, Final Critical Period 2420 ps, Synth Cell Area 3250 µm², top cells by area, synth dfxtp_1, edfxtp_1, xor2_1, RSZ-0062 raised after global routing false, IO Pins 7, MUX share of area 3.73%, PostCTS Resize Cnt 0, CP max FO 4, crit-path cells clkdlybuf4s50_1, yosys simple share 21.6%, final setup fails 0, port buffer count 6, worst reg-to-reg setup slack 4010 ps, Dominant cell area share 38.8%, postcts setup bufs 0, Antenna Nets Post-Route 0, cycle use final 39.6%, CP delay by family, top buffers and inverters, Fin Hold WS 435 ps, number of remaining DRC errors 0, reg-to-reg startpoint m2.r_cnt[0]$_SDFF_PP1_, Std-Cell Rows 29, Max-Cap Viols 0, Logic family by area simple AND/OR/NAND/NOR gates, Leak Pwr 1.42 nW, CTS Buffer Depth 2, post-route cell area 3550 µm², Slew headroom 46.6%, Post-CTS Hold Buffers 0, crit start category register, WHS Path Cells 1, first-pass GRT wire length 7.53 mm, yosys adder share 3.85%, r2r endpoint m2.r_buf[2]$_DFFE_PP_, Antenna Cells 0, tool warnings 30, Worst Setup SP r_cnt[24]$_DFF_P_, Synth Instances 311, vias in the first global route 1,719, Avg Cell Area, Syn 10.5 µm², setup_tns 0 ps, Compound-Gate Fraction of Synth Area 3.19%, post-synthesis cell type count 42, hold path endpoint m2.r_cnt[0]$_SDFF_PP1_
worst max-delay path by stage:
stage | depth (start not counted) | endpoint | slack, ps
CTS | 1 | w_led[1] | 3670
global route | 1 | w_led[1] | 3600
finish | 1 | w_led[1] | 3680
flip-flops by register name, indices dropped and copies added (netlist names):
signal	cells
m2.r_buf	9
m1.r_cnt	8
r_we	1
m1.r_en	1
r_char	8
m1.r_busy	1
m1.r_detect_cnt	3
m1.r_data	9
m2.r_cnt	8
m1.r_bit	4
r_cnt	27
cell families (layout without fill, tap and decap cells):
logic type	Yosys count	after routing
buf+inv	25	34
simple gates	129	129
flops	79	79
xor+xnor	38	38
compound gates	18	18
fa+ha+maj	10	10
mux	12	12
routing by layer:
metal	part of all wire [%]	track usage, %
met1	54	24.2
met2	41	21.5
met4	2.1	2.93
met5	0	0
met3	3.0	2.79
final cells by class:
class / count / area share (%)
sequential: 79 / 49.1
multi-input combinational: 207 / 39.0
clock buffer: 9 / 3.49
clock inverter: 7 / 2.72
tap: 77 / 2.72
timing repair buffer: 6 / 1.69
inverter: 12 / 1.27
metrics by stage:
step / util (%) / instances / worst slack (ps)
after floorplan: - / 311 / 4330
after global placement: 52.7 / 381 / 4060
after detailed placement: 52.7 / 381 / 3990
after CTS: 56.2 / 397 / 3670
after global routing: 56.2 / 397 / 3600
final: 56.2 / 397 / 3680
cells in the mapped netlist, types with 5 or more instances:
cell	number
ha_1	10
nor3_1	8
o21ai_0	11
inv_1	12
xor2_1	20
nand3_1	17
dfxtp_1	63
nor2b_1	11
clkbuf_1	5
edfxtp_1	16
nand2_1	29
nor2_1	21
and3_1	7
mux2i_1	11
nor4_1	5
buf_4	6
nand4_1	8
xnor2_1	18
layout by cell type, fill, tap and decap left out, drive strengths merged, types with 12 or more instances in the layout:
cell,n
nand3,17
dfxtp,63
inv,13
nor3,12
xnor2,18
nand2,29
xor2,20
edfxtp,16
nor2,22
power by group:
part	total (mW)	leakage, nW	switching [mW]	internal [mW]
clock network	0.419	0.114	0.187	0.232
logic	0.230	0.658	0.106	0.125
registers	0.703	0.644	0.0793	0.624
Power is estimated from default activity; no workload was simulated.
